===== flow/design.v =====
`timescale 1ns / 1ps
module simple_counter(count,clk,rst);
input clk,rst;
output reg [31:0] count;
always@(posedge clk)
    begin
        if(rst)
            count=32'b0;
        else
            count=count+1;
        end 
 endmodule

===== flow/config.mk =====
export PLATFORM = sky130hd
export DESIGN_NAME = simple_counter
export DESIGN_NICKNAME = simple_counter
export VERILOG_FILES = /design/flow/design.v
export SDC_FILE = /design/flow/constraint.sdc
export NUM_CORES = 4
export LEC_CHECK = 1
export CORE_UTILIZATION = 30

===== flow/constraint.sdc =====
current_design simple_counter

set clk_period 4.9
set clk_io_pct 0.2

create_clock -name clk0 -period $clk_period [get_ports {clk}]

set non_clock_inputs [all_inputs -no_clocks]
set_input_delay [expr $clk_period * $clk_io_pct] -clock clk0 $non_clock_inputs
set_output_delay [expr $clk_period * $clk_io_pct] -clock clk0 [all_outputs]

===== flow/run.sh =====
#!/bin/bash
# OpenROAD 26Q1-2900-gdf79404cd8, Yosys 0.63+post, stock flow scripts
make -C /OpenROAD-flow-scripts/flow DESIGN_CONFIG=/design/flow/config.mk WORK_HOME=/design/flow/orfs finish

==> results_dict.tcl <==
# yosys + openroad results
set metrics [dict create \
    finalSetupViolCount 0 \
    clk_path_buf_depth 2 \
    syn-mean-instance-area_sq_um 8.78 \
    clk_pin_slew_ns 0.06 \
    syn-cell-area_sq_mm 0.00148 \
    hp-class "reg -> reg" \
    antenna_found_initial 0 \
    fmax_mhz 447 \
    ff_latch_area_sq_um 641 \
    crit_required_ns 5.07 \
    crit_arrival_ns 2.41 \
    ant_nets 0 \
    cap_viol_max_count 0 \
    ys.flop_type "dfxtp_1" \
    fillers 465 \
    comb_area_sq_um 763 \
    critical_path_class "reg -> reg" \
    numCtsBuffers 5 \
    drt_first_pass_iters 4 \
    yosys_area_sq_mm 0.00148 \
    post_cts_buffers 0 \
    ys_seq_share_pct 43.4 \
    cp-startpoint "count[0]" \
    period_minus_slack_ns 2.24 \
    cts.repair.resized 0 \
    cts_root_buf "clkbuf_8" \
    worstHoldStart "count[0]" \
    layoutNonFillerInstCount 268 \
    grt_start_max_net_pins 37 \
    critPathBufInv 0 \
    ys_warn_count 1 \
    worst_path_dominant_cell_family "simple AND/OR/NAND/NOR gates" \
    die_x_um 72.1 \
    peakVddDrop_uv 136 \
    drv_slew 0 \
    vias_per_cell 4.86 \
    warnings 25 \
    async_reset_ff_share_pct 0 \
    clock-skew-final_ns 0.00339 \
    finalHoldViolCount 0 \
    io_pins 34 \
    drc 0 \
    rsz0062_at_grt "false" \
    worst_pin_slew_ns 0.549 \
    area_growth_pct 31.1 \
    hpwl_mm 2.07 \
    drtIter0Drc 59 \
    die_area_sq_mm 0.00520 \
    common_cells "32 x dfxtp_1, 17 x a21oi_1, 14 x nor2_1" \
    grt_remaining_overflow 0 \
    max_slew_margin_pct 63.4 \
    yosysTopAreaCellShare_pct 43.4 \
    dpl.cell_count 260 \
    p_leak_nw 0.573 \
    slowest_delay_ns 0.81 \
    cellPowerDensity_mw_per_mm2 251 \
    cts.sinks 32 \
    die_h_um 72.1 \
    largest_register_ff_count 32 \
    gp_congestion 0.904 \
    cts_tree "done" \
    grt_use_total_pct 12.7 \
    ys_types 29 \
    status "complete, no violations" \
    ys_cells 168 \
    worstReg2RegStart "count[0]" \
    finalSetupTns_ns 0 \
    final_util_pct 41.0 \
    netlist_instances 168 \
    ys_ff 32 \
    crit_fanout 19 \
    largest_area_cell "dfxtp_1" \
    post-route-period-util_pct 45.7 \
    grt_pass1_wl_mm 5.32 \
    cp_slowest_cell "or4_1" \
    cp_cell_sequence "nand2_1 -> or4_1 -> nor4_1 -> mux2_2" \
    vias 1303 \
    fin_ws_ns 2.66 \
    grt_pass1_vias 1183 \
    post-synth-top-count-cell "dfxtp_1" \
    htree_levels 2 \
    place_ws_ns 2.64 \
    post_drt_wl_per_cell_um 11.7 \
    core_area_sq_mm 0.00472 \
    wirelength_mm 3.12 \
    fp_util_pct 31.2 \
    port_buffers 33 \
    edf_count 0 \
    drive_gt1_share_pct 6.47 \
    antenna_cells 0 \
    topCellsByArea "dfxtp_1 43%, or4_1 6.1%, a21oi_1 5.8%" \
    num_rows 25 \
    clk_latency_ns 0.28 \
    cp-end-kind "register" \
    startpoint_type "register" \
    ctsHoldBuffers 0 \
]
==> metrics by stage <==
step / instance area (sq um) / hold slack [ns] / total power [mW]
final: 1930 / 0.479 / 0.485
after global routing: 1930 / 0.496 / 0.508
after CTS: 1930 / 0.483 / 0.492
after detailed placement: 1840 / 0.476 / 0.284
after global placement: 1840 / 0.459 / 0.284
after floorplan: 1480 / 0.430 / 0.277
==> cells by family (layout without fill, tap and decap cells) <==
| family | Yosys count | in the layout | synth area share [%] |
|---|---|---|---|
| AND/OR/NAND/NOR | 74 | 74 | 29.1 |
| flip-flops | 32 | 32 | 43.4 |
| multiplexers | 4 | 4 | 3.05 |
| buffers and inverters | 14 | 47 | 4.83 |
| adder cells (fa/ha/maj) | 1 | 1 | 0.848 |
| XOR/XNOR | 9 | 9 | 5.34 |
| AND-OR/OR-AND | 34 | 34 | 13.4 |
==> worst paths after layout <==
| path | to | slack (ns) | cells after the start |
|---|---|---|---|
| worst max register to register | count[21] | 2.66 | 4 |
| worst min register to register | count[0] | 0.48 | 1 |
| worst min-delay path | count[0] | 0.48 | 1 |
| worst max-delay path | count[21] | 2.66 | 4 |
==> power breakdown <==
group | total [mW] | internal, mW | switching (mW)
Combinational | 0.0136 | 0.00672 | 0.00687
Sequential | 0.265 | 0.262 | 0.00272
Clock | 0.206 | 0.114 | 0.0919
Total | 0.485 | 0.383 | 0.101
==> placed cells by master (no fill, tap or decap), types with 2 or more instances in the layout <==
master,count
clkdlybuf4s50_1,33
nor3_1,2
o31ai_1,11
and4_1,2
dfxtp_1,32
nor2b_1,5
nor2_1,14
nand2_1,11
inv_1,5
a21oi_1,17
or3_1,6
nor4_1,3
clkbuf_1,2
xor2_1,4
or4_1,12
mux2_2,3
nand3_1,8
clkbuf_8,6
nand4_1,5
o21ai_0,6
xnor2_1,5
==> routing by layer <==
layer	vias up	part of all wire [%]	GRT usage, %
met5	-	0	0
met2	33	40	19.3
met1	586	53	19.0
met3	4	5.2	2.82
li1	680	-	-
met4	0	1.5	2.18
==> worst register-to-register path, cell delays in order, from the launching register on <==
cell and delay, ns:
dfxtp_1 0.39, nand2_1 0.14, or4_1 0.81, nor4_1 0.42
mux2_2 0.37
==> final cells by class <==
type / instances / area share [%]
Multi-Input combinational cell: 122 / 39.5
Sequential cell: 32 / 33.1
Timing Repair Buffer: 34 / 17.5
Clock buffer: 8 / 4.66
Tap cell: 67 / 4.33
Inverter: 5 / 0.970
Power and IR drop assume default switching activity.
