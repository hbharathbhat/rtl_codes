$ cat flow/run.sh
#!/bin/bash
# OpenROAD 26Q1-2900-gdf79404cd8, Yosys 0.63+post, stock flow scripts
make -C /OpenROAD-flow-scripts/flow DESIGN_CONFIG=/design/flow/config.mk WORK_HOME=/design/flow/orfs finish
$ cat flow/config.mk
export PLATFORM = sky130hd
export DESIGN_NAME = adder_16bit
export DESIGN_NICKNAME = adder_16bit
export VERILOG_FILES = /design/flow/design.v
export SDC_FILE = /design/flow/constraint.sdc
export NUM_CORES = 4
export LEC_CHECK = 1
export CORE_AREA = 10 10 78 78
export DIE_AREA = 0 0 88 88
$ cat flow/constraint.sdc
current_design adder_16bit

set clk_period 13.7
set clk_io_pct 0.2

create_clock -name clk0 -period $clk_period

set non_clock_inputs [all_inputs -no_clocks]
set_input_delay [expr $clk_period * $clk_io_pct] -clock clk0 $non_clock_inputs
set_output_delay [expr $clk_period * $clk_io_pct] -clock clk0 [all_outputs]
$ cat flow/design.v
`timescale 1ns / 1ps
module adder(a,b,cin,s,cout);
input [3:0] a,b;
input cin;
output [3:0] s;
output cout;
assign {cout,s}=a+b+cin;
endmodule
`timescale 1ns / 1ps
module adder_16bit(a,b,cin,s,cout);
input [15:0] a,b;
input cin;
output [15:0] s;
output cout;
wire c1,c2,c3;
adder a1(a[3:0],b[3:0],cin,s[3:0],c1);
adder a2(a[7:4],b[7:4],c1,s[7:4],c2);
adder a3(a[11:8],b[11:8],c2,s[11:8],c3);
adder a4(a[15:12],b[15:12],c3,s[15:12],cout);
endmodule
==> results_tabular.tex <==
% Table of physical implementation metrics
\begin{tabular}{lr}
\hline
Metric & Value \\
\hline
\multicolumn{2}{l}{\textbf{Status}} \\
\quad Outcome & complete, no violations \\
\multicolumn{2}{l}{\textbf{Critical path}} \\
\quad Kind of critical path & in2out \\
\quad Arrival time of the worst setup path & 7750 ps \\
\quad Worst-path maximum fanout & 2 \\
\quad Crit path cell chain & clkdlybuf4s50\_1 -> inv\_1 -> fa\_1 -> inv\_1 -> fa\_1 -> a21o\_2 -> a21o\_1 -> fa\_1 -> fa\_1 -> a21o\_1 -> a21o\_1 -> fa\_1 -> inv\_1 -> fa\_1 -> nor2b\_1 -> o21ai\_0 -> nand2b\_1 -> fa\_1 -> inv\_1 -> fa\_1 -> inv\_1 -> clkdlybuf4s50\_1 \\
\quad Kind of cell adding the most delay to the critical path & adder cells \\
\quad Critical Path Sink Type & output pin \\
\quad Startpoint of the worst setup timing path & a[0] \\
\quad Number of buffer and inverter stages on the critical path & 7 \\
\quad Kind of launch point of the worst setup path & primary input \\
\quad Delay of the slowest critical-path stage & 460 ps \\
\quad Critical Path Slowest Stage Cell & sky130\_fd\_sc\_hd\_\_clkdlybuf4s50\_1 \\
\quad Cell with the most instances on the worst path & sky130\_fd\_sc\_hd\_\_fa\_1 \\
\quad Required @ worst endpoint & 10960 ps \\
\quad Total number of cells along the worst setup path & 22 \\
\multicolumn{2}{l}{\textbf{GRT}} \\
\quad Overall routing resource usage & 4.015\% \\
\quad Largest net degree at the start of global routing & 5 \\
\quad Residual overflow from global routing & 0 \\
\quad Initial antenna violation count & 0 \\
\quad Global-route wire length before repair & 2.553 mm \\
\quad Number of global-route vias before repair & 627 \\
\multicolumn{2}{l}{\textbf{Final timing}} \\
\quad Setup Total Neg Slack & 0 ps \\
\quad Min cycle time layout & 10490 ps \\
\quad Maximum achievable frequency & 0.09530 GHz \\
\quad Final number of max-transition violations & 0 \\
\quad Unrepaired setup endpoints after global routing & no \\
\quad Final Setup Violations & 0 \\
\quad Final hold violations & 0 \\
\quad Cycle use final & 76.59\% \\
\quad Relative slew margins & 89.06\% \\
\quad Worst Tran Pin Value & 163.4 ps \\
\multicolumn{2}{l}{\textbf{Synthesis}} \\
\quad Mean instance size in the synthesized netlist & 9.267 um\^{}2 \\
\quad Count of unique library cells instantiated by Yosys & 12 \\
\quad Number of cells produced by synthesis & 59 \\
\quad Area of the mapped netlist & 546.8 um\^{}2 \\
\quad Most area-hungry cell type in the Yosys netlist & sky130\_fd\_sc\_hd\_\_fa\_1 \\
\quad Post-synth area from yosys stat & 546.8 um\^{}2 \\
\quad Number of warnings printed during yosys synthesis & 0 \\
\quad Dominant cell by count in the synthesized netlist & sky130\_fd\_sc\_hd\_\_inv\_1 \\
\quad Area share of the largest cell type after synthesis & 29.29\% \\
\quad Cell count in the Yosys report & 59 \\
\quad Largest cells by area after synthesis & sky130\_fd\_sc\_hd\_\_fa\_1 29\%, sky130\_fd\_sc\_hd\_\_ha\_1 27\%, sky130\_fd\_sc\_hd\_\_a21o\_1 9.6\% \\
\quad Sequential fraction of the synthesis area & 0\% \\
\quad Top cells by count, synth & 13 x sky130\_fd\_sc\_hd\_\_inv\_1, 12 x sky130\_fd\_sc\_hd\_\_ha\_1, 8 x sky130\_fd\_sc\_hd\_\_fa\_1, 7 x sky130\_fd\_sc\_hd\_\_a21o\_1, 6 x sky130\_fd\_sc\_hd\_\_xnor2\_1 \\
\multicolumn{2}{l}{\textbf{Power and ir drop}} \\
\quad Leak & 0.5182 nW \\
\quad Pwr/cell area & 44.36 nW/um\^{}2 \\
\quad Worst supply voltage drop on vdd & 16.28 uV \\
\multicolumn{2}{l}{\textbf{Layout}} \\
\quad Signed area change from the synthesized netlist to the final layout & 103.4\% \\
\quad Register Area & 0 um\^{}2 \\
\quad Flop count & 0 \\
\quad Share of cells above drive strength 1 & 0.9174\% \\
\quad Clock buffers & 0 \\
\quad Footprint of the multi-input gates & 498.0 um\^{}2 \\
\quad Final instance area & 1112 um\^{}2 \\
\quad Fill count & 466 \\
\multicolumn{2}{l}{\textbf{Routing}} \\
\quad Vias per std cell & 3.553 \\
\quad Antenna-violating nets left & 0 \\
\quad Number of detailed-route iterations in the first pass & 1 \\
\quad Remaining design rule violation count & 0 \\
\quad Vias post-DR & 572 \\
\quad Initial drt markers & 0 \\
\quad Diode insertion count for antenna repair & 0 \\
\quad Total wire length after detailed routing & 1.714 mm \\
\quad WL/cell & 10.65 um \\
\multicolumn{2}{l}{\textbf{Placed design}} \\
\quad Port Buffers & 50 \\
\quad Final Wtd Congestion & 0.8122 \\
\quad Detail Placement HPWL & 1.645 mm \\
\quad Total placed instance area & 1112 um\^{}2 \\
\multicolumn{2}{l}{\textbf{Hold path}} \\
\quad Number of stages on the worst hold path & 5 \\
\quad Min-Delay Path Class & in2out \\
\quad Startpoint of the most critical hold path & cin \\
\multicolumn{2}{l}{\textbf{Job}} \\
\quad Max\_cap viols & 0 \\
\quad Warning total across the stage logs & 32 \\
\multicolumn{2}{l}{\textbf{Die}} \\
\quad Die height & 88 um \\
\quad Placeable Area & 4414 um\^{}2 \\
\quad Chip Footprint & 7744 um\^{}2 \\
\quad IO Count & 50 \\
\quad Number of core rows & 24 \\
\quad Width of the die & 88 um \\
\quad Initial core utilization & 12.39\% \\
\multicolumn{2}{l}{\textbf{Clocking}} \\
\quad Resize count post-CTS & 0 \\
\quad Setup fix buffers added after clock tree synthesis & 0 \\
\quad Cts hold-fix bufs & 0 \\
\hline
\end{tabular}
## cells in the final DEF (no fill, tap or decap), drive strengths merged
cell	netlist	final
nand2b	2	2
inv	13	13
xor2	2	2
o21ai	2	2
xnor2	6	6
a21o	8	8
fa	8	8
ha	12	12
a31oi	1	1
a21oi	3	3
clkdlybuf4s50	0	50
nor2b	2	2
## kinds of logic after synthesis
| group | after synthesis | synth area share [%] |
|---|---|---|
| buffers and inverters | 13 | 8.925 |
| adder cells (fa/ha/maj) | 20 | 56.75 |
| AND/OR/NAND/NOR | 4 | 4.576 |
| AND-OR/OR-AND | 14 | 16.93 |
| XOR/XNOR | 8 | 12.82 |
## power by group
group,internal [mW],switching (mW),total (mW)
clock,0,0,0
combinational,0.0352,0.0142,0.0493
sequential,0,0,0
total,0.0352,0.0142,0.0493
## final cells by class
| class | instances | area share [%] |
|---|---|---|
| inverters | 13 | 4.387 |
| multi-input cells | 46 | 44.77 |
| well taps | 52 | 5.849 |
| repair buffers | 50 | 44.99 |
## stage by stage
step	util, %	hold slack [ps]	instances	power, mW	worst slack [ps]
after floorplan	-	5587	59	0.01538	4279
after global placement	25.20	6526	161	0.05057	3142
after detailed placement	25.20	6522	161	0.05027	3130
after CTS	25.20	6530	161	0.05101	3131
after global routing	25.20	6548	161	0.05607	2877
final	25.20	6515	161	0.04935	3207
## per-layer routing
metal | track usage [%] | vias up | routed length (um)
met5 | 0 | - | 0
met4 | 0 | 0 | 0
met3 | 4.958 | 0 | 554
met2 | 4.497 | 48 | 454
met1 | 4.941 | 230 | 704
li1 | - | 294 | -
## path summary, 6_finish.rpt
path,to,slack [ps]
min,s[0],6520
max,s[13],3210
Power and IR drop assume default switching activity.
