===== design/flow/run.sh =====
#!/bin/bash
# OpenROAD 26Q1-2900-gdf79404cd8, Yosys 0.63+post, stock flow scripts
make -C /OpenROAD-flow-scripts/flow DESIGN_CONFIG=/design/flow/config.mk WORK_HOME=/design/flow/orfs finish

===== design/flow/config.mk =====
export PLATFORM = sky130hd
export DESIGN_NAME = ram_1
export DESIGN_NICKNAME = ram_1
export VERILOG_FILES = /design/flow/design.v
export SDC_FILE = /design/flow/constraint.sdc
export NUM_CORES = 4
export LEC_CHECK = 1
export CORE_UTILIZATION = 30
export SYNTH_MEMORY_MAX_BITS = 65536

===== design/flow/constraint.sdc =====
current_design ram_1

set clk_period 28.7
set clk_io_pct 0.2

create_clock -name clk0 -period $clk_period [get_ports {clk}]

set non_clock_inputs [all_inputs -no_clocks]
set_input_delay [expr $clk_period * $clk_io_pct] -clock clk0 $non_clock_inputs
set_output_delay [expr $clk_period * $clk_io_pct] -clock clk0 [all_outputs]

===== design/flow/design.v =====
`timescale 1ns / 1ps
module ram_1(addr, data, clk, rd, wr, cs);
input [9:0] addr;
input clk, rd, wr, cs;
inout [7:0] data;
reg [7:0] mem [1023:0];
reg [7:0] d_out;
assign data=(cs&&rd)?d_out:8'bz;
always@(posedge clk)
if (cs && wr && !rd) mem[addr] = data;
always@(posedge clk)
if (cs && rd && !wr) d_out=mem[addr];
endmodule

==> Slide: Implementation Results <==
Implementation Results

Die
  – Die y size: 1.028 mm
  – Top Ports: 22
  – Row count: 376
  – Fp_density: 30.10%
  – Die X: 1.028 mm

Yosys
  – Adder-cell share of the synthesized area: 0%
  – Main flop type: edfxtp_1
  – Synth Register Bits: 8200
  – Post-synth top cells: edfxtp_1, mux2i_1, nor2_1
  – Post-synth ARST share: 0%
  – Yosys cell types: 49
  – Ao+oa area frac: 3.712%
  – Dominant cell type by area after synthesis: edfxtp_1
  – Avg Cell Area, Syn: 19.25 um2
  – Mapped Area: ~320000 um2
  – Mux area share: 13.87%
  – Yosys top cell by instances: edfxtp_1
  – Xor/xnor share: 0%
  – Mapped Cells: between 15000 and 20000
  – # Cells Yosys: between 15000 and 20000
  – Area reported by Yosys stat: 315500 um2
  – Sequential share of the synthesized area: approximately four fifths
  – Simple share: between 2 and 3%
  – Top comb family, area: multiplexers
  – Synth top area share: between 70% and 80%
  – EDFF count, synth: about 8000
  – Yosys warns: 2
  – Synth area leaders: edfxtp_1, mux2i_1, mux4_2

Placement
  – IO buf count: 13
  – HPWL Detailed: 536.2 mm
  – Placed Instance Area: 334000 um2
  – Placement Setup Slack: between 10 and 15 ns
  – GPL Wtd Cong: 0.9005

Outcome
  – Stop err: [error] [KeplerFormal.cpp:679] Workflow failed: Iso has multiple drivers: .data4, place1411.X0
  – Status: did not finish
  – Stop stage: clock tree synthesis

Clocking
  – CTS sink cnt: 8200
  – Post-CTS Setup Bufs: 0
  – Root Buffer: clkbuf_16
  – # hold bufs at CTS: 0
  – Clock tree buffer depth: 4
  – CTS Buf Count: 792
  – Htree depth: 6
  – Post-cts sizing count: 0
[per-stage QoR]
stage | power [mW] | util [%] | cells | hold WS [ns]
floorplan | 14.21 | - | 16390 | 0.7309
global placement | 14.43 | 31.87 | 29990 | 0.4623
detailed placement | 14.44 | 31.87 | 29990 | 0.4737
[cell families after synthesis]
| family | Yosys count |
|---|---|
| AOI/OAI and AO/OA | 1760 |
| DFF | 8200 |
| muxes | 3347 |
| buffers and inverters | 1067 |
| and+or+nand+nor | 2015 |
Power is estimated from default activity; no workload was simulated.
